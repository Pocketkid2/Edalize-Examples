`./run.sh`:
```
#!/bin/bash
# OpenROAD 26Q1-2900-gdf79404cd8, Yosys 0.63+post, stock flow scripts
make -C /OpenROAD-flow-scripts/flow DESIGN_CONFIG=/design/flow/config.mk WORK_HOME=/design/flow/orfs finish
```
`./config.mk`:
```
export PLATFORM = sky130hd
export DESIGN_NAME = Pong
export DESIGN_NICKNAME = Pong
export VERILOG_FILES = /design/flow/design.v
export SDC_FILE = /design/flow/constraint.sdc
export NUM_CORES = 4
export LEC_CHECK = 1
export CORE_UTILIZATION = 30
```
`./constraint.sdc`:
```
current_design Pong

set clk_period 5.6
set clk_io_pct 0.2

create_clock -name clk0 -period $clk_period [get_ports {clk}]

set non_clock_inputs [all_inputs -no_clocks]
set_input_delay [expr $clk_period * $clk_io_pct] -clock clk0 $non_clock_inputs
set_output_delay [expr $clk_period * $clk_io_pct] -clock clk0 [all_outputs]
```
`./design.v`:
```
`timescale 1ns / 1ps
`default_nettype none
module BallDrawer(
    input wire logic clk, reset, start,
    input wire logic [8:0] x_in,
    input wire logic [7:0] y_in,
    output logic draw, done,
    output logic [8:0] x_out,
    output logic [7:0] y_out
    );
    typedef enum logic [2:0] {START, PIXEL00, PIXEL01, PIXEL02, PIXEL03, FINISH, ERR='X} StateType;
    StateType ns, cs;
    always_ff @(posedge clk)
        cs <= ns;
    always_comb
    begin
        draw = 0;
        done = 0;
        x_out = 0;
        y_out = 0;
        ns = ERR;
        if (reset)
            ns = START;
        else
            case (cs)
                START:
                    if (start)
                        ns = PIXEL00;
                    else
                        ns = START;
                PIXEL00:
                begin
                    draw = 1;
                    x_out = x_in;
                    y_out = y_in;
                    ns = PIXEL01;
                end
                PIXEL01:
                begin
                    draw = 1;
                    x_out = x_in + 1;
                    y_out = y_in;
                    ns = PIXEL02;
                end
                PIXEL02:
                begin
                    draw = 1;
                    x_out = x_in;
                    y_out = y_in + 1;
                    ns = PIXEL03;
                end
                PIXEL03:
                begin
                    draw = 1;
                    x_out = x_in + 1;
                    y_out = y_in + 1;
                    ns = FINISH;
                end
                FINISH:
                begin
                    done = 1;
                    if (start)
                        ns = FINISH;
                    else
                        ns = START;
                end
            endcase
    end
endmodule
`timescale 1ns / 1ps
`default_nettype none
module Pong (
    input wire logic        clk,
    input wire logic        reset,
    input wire logic        LPaddleUp,
    input wire logic        LPaddleDown,
    input wire logic        RPaddleUp,
    input wire logic        RPaddleDown,
    output logic    [8:0]   vga_x,
    output logic    [7:0]   vga_y,
    output logic    [2:0]   vga_color,
    output logic            vga_wr_en,
    output logic    [7:0]   P1score, P2score
);
localparam              VGA_X_MAX = 319;
localparam              VGA_Y_MAX = 239;
localparam              PADDLE_HEIGHT = 20;
localparam              LPADDLE_X = 10;
localparam              RPADDLE_X = 310;
localparam              PADDLE_SPEED = 2;
logic           [8:0]   ballDrawX;
logic           [7:0]   ballDrawY;
logic                   ballStart, ballDone, ballDrawEn;
logic           [8:0]   lineX, lineDrawX;
logic           [7:0]   lineY, lineDrawY;
logic                   lineStart, lineDone, lineDrawEn;
logic           [8:0]   ballX;
logic           [7:0]   ballY, LPaddleY, RPaddleY;
logic                   ballMovingRight, ballMovingDown;
logic           [31:0]  timerCount;
logic                   timerDone, timerRst;
logic                   initGame, moveAndScore, erasing, invertErasing;
always_comb
    timerDone = timerCount == 1000000;   
always_ff @(posedge clk)
    if (timerRst)
        timerCount <= 0;
    else
        timerCount <= timerCount + 1;
always_ff @(posedge clk)
    if (initGame)
        erasing <= 0;
    else if (invertErasing)
        erasing <= !erasing;
    else
        erasing <= erasing;
always_ff @(posedge clk)
    if (initGame) begin
        ballX <= (VGA_X_MAX / 2);
        ballY <= (VGA_Y_MAX / 2);
    end else if (moveAndScore) begin
        if (ballMovingRight)
            ballX <= ballX + 1;
        else
            ballX <= ballX - 1;
        if (ballMovingDown)
            ballY <= ballY + 1;
        else
            ballY <= ballY - 1;
    end else begin
        ballX <= ballX;
        ballY <= ballY;
    end
always_ff @(posedge clk)
    if (initGame) begin
        LPaddleY <= (VGA_Y_MAX / 2) - (PADDLE_HEIGHT / 2);
        RPaddleY <= (VGA_Y_MAX / 2) - (PADDLE_HEIGHT / 2);
    end else if (moveAndScore) begin
        if (LPaddleUp && LPaddleY > 1)
            LPaddleY <= LPaddleY - PADDLE_SPEED;
        else if (LPaddleDown && LPaddleY < (VGA_Y_MAX - PADDLE_HEIGHT - 1))
            LPaddleY <= LPaddleY + PADDLE_SPEED;
        else
            LPaddleY <= LPaddleY;
        if (RPaddleUp && RPaddleY > 1)
            RPaddleY <= RPaddleY - PADDLE_SPEED;
        else if (RPaddleDown && RPaddleY < (VGA_Y_MAX - PADDLE_HEIGHT - 1))
            RPaddleY <= RPaddleY + PADDLE_SPEED;
        else
            RPaddleY <= RPaddleY;
    end else begin
        LPaddleY <= LPaddleY;
        RPaddleY <= RPaddleY;
    end
always_ff @(posedge clk)
    if (initGame) begin
        P1score <= 0;
        P2score <= 0;
    end else if (moveAndScore) begin
        if (ballX == 0)
            P2score <= P2score + 1;
        else
            P2score <= P2score;
        if (ballX == VGA_X_MAX - 1)
            P1score <= P1score + 1;
        else
            P1score <= P1score;
    end else begin
        P1score <= P1score;
        P2score <= P2score;
    end
always_ff @(posedge clk)
    if (initGame) begin
        ballMovingRight <= 1;
        ballMovingDown <= 1;
    end else begin
        if (ballMovingRight)
            if (((ballY - 1) >= RPaddleY && ballY <= (RPaddleY + PADDLE_HEIGHT) && ballX == RPADDLE_X - 2) || (ballX >= VGA_X_MAX - 1))
                ballMovingRight <= !ballMovingRight;
            else
                ballMovingRight <= ballMovingRight;
        else
            if (((ballY - 1) >= LPaddleY && ballY <= (LPaddleY + PADDLE_HEIGHT) && ballX == LPADDLE_X + 1) || (ballX <= 0))
                ballMovingRight <= !ballMovingRight;
            else
                ballMovingRight <= ballMovingRight;
        if (ballMovingDown)
            if (ballY >= VGA_Y_MAX - 1)
                ballMovingDown <= !ballMovingDown;
            else
                ballMovingDown <= ballMovingDown;
        else
            if (ballY <= 0)
                ballMovingDown <= !ballMovingDown;
            else
                ballMovingDown <= ballMovingDown;
    end
typedef enum logic [2:0] {INIT, BALL, PADDLE_L, PADDLE_R, MOVE, WAIT_TIMER, ERR='X} StateType;    
StateType cs, ns;
always_ff @(posedge clk)
    cs <= ns;
always_comb
begin
    initGame = 0;
    lineStart = 0;
    ballStart = 0;
    ns = ERR;
    vga_x = 0;
    vga_y = 0;
    vga_wr_en = 0;
    vga_color = 3'b111;
    lineX = 0;
    lineY = 0;
    invertErasing = 0;
    moveAndScore = 0;
    timerRst = 0;
    if (erasing)
        vga_color = 0;
    if (reset)
        ns = INIT;
    else
        case (cs)
            INIT:
            begin
                initGame = 1;
                ns = PADDLE_L;
            end
            BALL:
                if (ballDone)
                    ns = PADDLE_R;
                else begin
                    ns = BALL;
                    ballStart = 1;
                    vga_x = ballDrawX;
                    vga_y = ballDrawY;
                    vga_wr_en = ballDrawEn;
                end
            PADDLE_L:
                if (lineDone)
                    ns = BALL;
                else begin
                    ns = PADDLE_L;
                    lineStart = 1;
                    lineX = LPADDLE_X;
                    lineY = LPaddleY;
                    vga_x = lineDrawX;
                    vga_y = lineDrawY;
                    vga_wr_en = lineDrawEn;
                end
            PADDLE_R:
                if (lineDone && erasing) begin
                    ns = MOVE;
                    invertErasing = 1;
                end else if (lineDone && !erasing) begin
                    ns = WAIT_TIMER;
                    timerRst = 1;
                    invertErasing = 1;
                end else begin
                    ns = PADDLE_R;
                    lineStart = 1;
                    lineX = RPADDLE_X;
                    lineY = RPaddleY;
                    vga_x = lineDrawX;
                    vga_y = lineDrawY;
                    vga_wr_en = lineDrawEn;
                end
            MOVE:
            begin
                moveAndScore = 1;
                ns = PADDLE_L;
            end
            WAIT_TIMER:
                if  (timerDone)
                    ns = PADDLE_L;
                else
                    ns = WAIT_TIMER;
        endcase
end
BallDrawer BallDrawer_inst(
    .clk(clk),
    .reset(reset),
    .draw(ballDrawEn),
    .start(ballStart),
    .done(ballDone),
    .x_in(ballX),
    .y_in(ballY),
    .x_out(ballDrawX),
    .y_out(ballDrawY)
);
VLineDrawer VLineDrawer_inst(
    .clk(clk),
    .reset(reset),
    .start(lineStart),
    .draw(lineDrawEn),
    .done(lineDone),
    .x_in(lineX),
    .y_in(lineY),
    .x_out(lineDrawX),
    .y_out(lineDrawY),
    .height(PADDLE_HEIGHT)
);
endmodule
`timescale 1ns / 1ps
`default_nettype none
module VLineDrawer(
        input wire logic clk, reset, start,
        input wire logic [8:0] x_in,
        input wire logic [7:0] y_in, height,
        output logic draw, done,
        output logic [8:0] x_out,
        output logic [7:0] y_out
    );
    logic [7:0] q;
    logic q_reset, q_increment;
    always_ff @(posedge clk)
        if (q_reset)
            q <= 0;
        else if (q_increment)
            q <= q + 1;
        else
            q <= q;
    typedef enum logic [1:0] {START, PIXEL, FINISH, ERR='X} StateType;
    StateType ns, cs;
    always_ff @(posedge clk)
        cs <= ns;
    always_comb
    begin
        draw = 0;
        done = 0;
        x_out = 0;
        y_out = 0;
        ns = ERR;
        q_reset = 0;
        q_increment = 0;
        if (reset)
            ns = START;
        else
            case (cs)
                START:
                begin
                    q_reset = 1;
                    if (start)
                        ns = PIXEL;
                    else
                        ns = START;
                end
                PIXEL:
                begin
                    draw = 1;
                    q_increment = 1;
                    if (q < height)
                    begin
                        x_out = x_in;
                        y_out = y_in + q;
                        ns = PIXEL;
                    end
                    if (q == height - 1)
                    begin
                        done = 1;
                        ns = FINISH;
                    end
                end
                FINISH:
                    if (start)
                        ns = FINISH;
                    else
                        ns = START;
            endcase
    end
endmodule
```
==> Slide: Implementation Results <==
Flow Results at a Glance

Clocking
  • Clk latency late pin: between 0.3 and 0.4 ns
  • Post_cts resized: 0
  • Hold_buf cts: 0
  • Htree depth: 3
  • TritonCTS sink count: between 100 and 150
  • CTS tree: done
  • Root buf cell: clkbuf_16
  • Setup Buffers After CTS: 0
  • Reg clk slew, reported paths: roughly 0.070 ns
  • Clock buffer depth: 2
  • CTS Buf Count: 9

Placement
  • RePlAce Congestion: 0.906
  • Instance area at placement: 0.00779 mm^2
  • IO buf count: 42
  • Post-DP HPWL: about 13000 um

Die
  • Die Width: ~160 um
  • Row count: about 56
  • IO Pins: 43
  • Fp util: 0.304
  • Total core area: around 0.023 mm^2
  • Chip area: roughly 0.024 mm^2
  • Die Y-Extent: roughly 160 um

STA
  • Final Critical Period: between 5 and 6 ns
  • Rel. slew slack: 0.506
  • Fmax: 186 MHz
  • Clock skew: ~0.010 ns
  • RSZ-0062 raised after global routing: false
  • Setup TNS: 0 ns
  • Final Max Slew Viols: 0
  • Final hold vios: 0
  • # setup viols final: 0
  • Final Cycle Share: 0.958
  • Tightest Pin Transition: about 0.74 ns

Pwr
  • Power share of the combinational group: 0.061
  • Switching portion of total power: 0.248
  • Internal cell power: 1.16 mW
  • Clock power frac: 0.444
  • PwrDens: approximately 190 mW/mm^2
  • Leak: between 3 and 4 nW
  • Reg power frac: 0.495
  • Peak supply drop: ~130 uV
  • Psw: 0.383 mW

Synthesis
  • Mapped Area: ~0.0071 mm^2
  • Yosys warning tally: 4
  • Syn Inst Count: 911
  • Top cells, area: dfxtp_1, ha_1, nor2_1
  • Area leader, netlist: dfxtp_1
  • Ys async rst share: 0
  • Yosys cell types: approximately 67
  • Main synth FF type: dfxtp_1
  • Seq/Total Area, Yosys: 0.295
  • Post-synth regs: approximately 110
  • EDFF count, synth: 0
  • Yosys stat area: ~0.007 mm^2
  • Synth Area per Inst: about 8 um^2
  • Top-area cell type share of the netlist area: 0.295
  • Number of cells in Yosys stat: 911

Critical path
  • CP Launch Point: reset
  • Worst Path Buf+Inv: 2
  • Crit path DRT: 4.48 ns
  • Crit Path Max Fanout: 8
  • Stages on worst setup path: 12
  • Crit-path leading delay family: buffers and inverters
  • Critical Path Source Type: primary input
  • FF-to-FF End: RPaddleY[7]
  • Worst Path Arrival: 4.25 ns
  • CP Capture Type: output port
  • Delay of the slowest critical-path stage: ~0.55 ns
  • Slowest stage cell, crit path: clkdlybuf4s50_1
  • Worst r2r src: RPaddleY[4]
  • Worst R2R Setup Slack: 2.48 ns
  • WS Path Type: in2out
  • CP Capture Point: vga_y[7]
  • Reg2reg path depth: 10
  • Crit-path cells: clkdlybuf4s50_1 -> nor2_1 -> nand2_1 -> nor2_1 -> ha_1 -> a21oi_1 -> o211ai_1 -> nor4_1 -> nor3_1 -> xor2_1 -> o32ai_1 -> clkdlybuf4s50_1

Routing
  • Routed length per instance: ~15 um
  • Antenna diodes: 0
  • Avg Vias per Cell: 5.10
  • DRC: 0
  • Pre-Repair DR Iteration Count: 5
  • Drt total wl: approximately 18000 um
  • Vias: between 6000 and 7000
  • DR iter-0 viols: between 300 and 400
  • ANT nets after route: 0

Final layout
  • Commonest Layout Cell: nor2_1
  • Top Layout Cells: nor2_1, dfxtp_1, nand2_1
  • Final non-filler cell area: a little over 0.008 mm^2
  • Share of cells above drive strength 1: 0.0483
  • P&R area growth vs syn: 13.8%

Run
  • Max-cap violation count: 0
  • Tool warning count: 34

Global route
  • Gr ovfl total: 0
  • Largest net degree at the start of global routing: 33
  • Initial antenna violation count: 1
  • Vias in the first global route: 5866
  • First-pass GRT wire length: 30100 um
  • GRT Overall Usage: 0.157

Min path
  • Hold/Removal Path Class: reg2reg

Run status
  • Outcome: complete, no violations
sequential cells by signal (all words and copies together), names as in the netlist:
| name | cells |
|---|---|
| timerCount | 32 |
| ballX | 9 |
| P1score | 8 |
| P2score | 8 |
| VLineDrawer_inst.q | 8 |
| ballY | 8 |
| LPaddleY | 7 |
| RPaddleY | 7 |
| BallDrawer_inst.cs | 6 |
| cs | 6 |
| VLineDrawer_inst.cs | 3 |
| ballMovingDown | 1 |
| ballMovingRight | 1 |
| erasing | 1 |
cell usage after synthesis (all sizes together), types with 4 or more instances:
cell,number
and4,4
o31ai,6
dfxtp,105
nor4b,4
buf,12
nor2,129
nand4,25
o21ai,68
nand2b,5
and3,10
xor2,43
clkbuf,34
o32ai,4
a21oi,59
or3,8
nand3,39
o211ai,9
a21o,6
nor3,24
nor2b,15
xnor2,39
inv,42
mux2i,7
ha,60
a22o,5
nor4,10
a22oi,18
nand2,72
o21a,4
cell type report:
class / instances / area, um^2
Multi-Input combinational cell: 718 / 4650
Tap cell: 319 / 399
Fill cell: 2452 / 15300
Clock buffer: 10 / 239
Inverter: 42 / 158
Timing Repair Buffer: 50 / 480
Clock inverter: 6 / 78.8
Sequential cell: 105 / 2100
cells by family after synthesis:
kind of cell,synth area share
AOI/OAI and AO/OA,0.184
adders and majority gates,0.114
buffers and inverters,0.0534
and+or+nand+nor,0.242
muxes,0.0114
xor gates and xnor gates,0.101
DFF,0.295
tightest hold or removal path: stages (launching register included):
cell and delay [ns]:
dfxtp_1 0.30, inv_1 0.05, nor2_1 0.04
routing by layer:
layer  track usage  share of wire  vias up  routed length [um]
met5             0        0.00071        -                  13
met4        0.0401          0.027        2                 499
met3        0.0286          0.059       36                1080
met2         0.241           0.44      152                7930
met1         0.230           0.48     2941                8670
li1              -              -     3247                   -
power by group through the flow:
stage | clock network [mW] | registers, mW | logic [mW]
CTS | 0.709 | 0.763 | 0.0939
global route | 0.731 | 0.765 | 0.106
finish | 0.686 | 0.763 | 0.0938
metrics by stage:
stage	instances	worst slack, ns	utilization	power (mW)	hold WS, ns
after global routing	1250	0.0303	0.346	1.60	0.455
after floorplan	911	1.57	-	0.845	0.410
final	1250	0.234	0.346	1.54	0.429
after detailed placement	1234	0.245	0.333	0.874	0.422
after global placement	1234	0.248	0.333	0.874	0.424
after CTS	1250	0.241	0.346	1.57	0.433
how the worst min path moves through the flow:
stage                                  from                     to  slack (ns)  depth (start not counted)
after CTS             BallDrawer_inst.cs[0]  BallDrawer_inst.cs[3]        0.43                          2
after global routing  BallDrawer_inst.cs[0]  BallDrawer_inst.cs[3]        0.45                          2
final                 BallDrawer_inst.cs[0]  BallDrawer_inst.cs[3]        0.43                          2
Power and IR drop assume default switching activity.
