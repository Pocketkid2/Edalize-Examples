$ cat design.v
`timescale 1ns / 1ps
`default_nettype none
module Codebreaker(
        input wire logic clk, reset, start, done_drawing_plaintext,
        output logic stopwatch_run, draw_plaintext, 
        output logic [15:0] key_display, 
        output logic [127:0] plaintext_to_draw
    );
    logic plaintext_is_ascii;
    assign plaintext_is_ascii = 
        ((plaintext_to_draw[127:120] >= "A" && plaintext_to_draw[127:120] <= "Z") || (plaintext_to_draw[127:120] >= "0" && plaintext_to_draw[127:120] <= "9") || (plaintext_to_draw[127:120] == " ")) &&
        ((plaintext_to_draw[119:112] >= "A" && plaintext_to_draw[119:112] <= "Z") || (plaintext_to_draw[119:112] >= "0" && plaintext_to_draw[119:112] <= "9") || (plaintext_to_draw[119:112] == " ")) &&
        ((plaintext_to_draw[111:104] >= "A" && plaintext_to_draw[111:104] <= "Z") || (plaintext_to_draw[111:104] >= "0" && plaintext_to_draw[111:104] <= "9") || (plaintext_to_draw[111:104] == " ")) &&
        ((plaintext_to_draw[103:96] >= "A" && plaintext_to_draw[103:96] <= "Z") || (plaintext_to_draw[103:96] >= "0" && plaintext_to_draw[103:96] <= "9") || (plaintext_to_draw[103:96] == " ")) &&
        ((plaintext_to_draw[95:88] >= "A" && plaintext_to_draw[95:88] <= "Z") || (plaintext_to_draw[95:88] >= "0" && plaintext_to_draw[95:88] <= "9") || (plaintext_to_draw[95:88] == " ")) &&
        ((plaintext_to_draw[87:80] >= "A" && plaintext_to_draw[87:80] <= "Z") || (plaintext_to_draw[87:80] >= "0" && plaintext_to_draw[87:80] <= "9") || (plaintext_to_draw[87:80] == " ")) &&
        ((plaintext_to_draw[79:72] >= "A" && plaintext_to_draw[79:72] <= "Z") || (plaintext_to_draw[79:72] >= "0" && plaintext_to_draw[79:72] <= "9") || (plaintext_to_draw[79:72] == " ")) &&
        ((plaintext_to_draw[71:64] >= "A" && plaintext_to_draw[71:64] <= "Z") || (plaintext_to_draw[71:64] >= "0" && plaintext_to_draw[71:64] <= "9") || (plaintext_to_draw[71:64] == " ")) &&
        ((plaintext_to_draw[63:56] >= "A" && plaintext_to_draw[63:56] <= "Z") || (plaintext_to_draw[63:56] >= "0" && plaintext_to_draw[63:56] <= "9") || (plaintext_to_draw[63:56] == " ")) &&
        ((plaintext_to_draw[55:48] >= "A" && plaintext_to_draw[55:48] <= "Z") || (plaintext_to_draw[55:48] >= "0" && plaintext_to_draw[55:48] <= "9") || (plaintext_to_draw[55:48] == " ")) &&
        ((plaintext_to_draw[47:40] >= "A" && plaintext_to_draw[47:40] <= "Z") || (plaintext_to_draw[47:40] >= "0" && plaintext_to_draw[47:40] <= "9") || (plaintext_to_draw[47:40] == " ")) &&
        ((plaintext_to_draw[39:32] >= "A" && plaintext_to_draw[39:32] <= "Z") || (plaintext_to_draw[39:32] >= "0" && plaintext_to_draw[39:32] <= "9") || (plaintext_to_draw[39:32] == " ")) &&
        ((plaintext_to_draw[31:24] >= "A" && plaintext_to_draw[31:24] <= "Z") || (plaintext_to_draw[31:24] >= "0" && plaintext_to_draw[31:24] <= "9") || (plaintext_to_draw[31:24] == " ")) &&
        ((plaintext_to_draw[23:16] >= "A" && plaintext_to_draw[23:16] <= "Z") || (plaintext_to_draw[23:16] >= "0" && plaintext_to_draw[23:16] <= "9") || (plaintext_to_draw[23:16] == " ")) &&
        ((plaintext_to_draw[15:8] >= "A" && plaintext_to_draw[15:8] <= "Z") || (plaintext_to_draw[15:8] >= "0" && plaintext_to_draw[15:8] <= "9") || (plaintext_to_draw[15:8] == " ")) &&
        ((plaintext_to_draw[7:0] >= "A" && plaintext_to_draw[7:0] <= "Z") || (plaintext_to_draw[7:0] >= "0" && plaintext_to_draw[7:0] <= "9") || (plaintext_to_draw[7:0] == " "));
    logic done, enable;
    logic [23:0] key;
    logic [127:0] cyphertext;
    assign cyphertext = 128'hb8935bbf5f819bcfec46da11d5393d4f;
    assign key_display = key[23:8];
    typedef enum logic[2:0] {IDLE, DECR, CHECK, DISP, DONE, ERR='X} StateType;
    StateType ns, cs;
    always_ff @(posedge clk)
        if (reset)
            key <= 0;
        else if (cs == CHECK && plaintext_is_ascii == 0)
            key <= key + 1;
    always_comb
    begin
        ns = ERR;
        enable = 0;
        draw_plaintext = 0;
        stopwatch_run = (cs != IDLE) && (cs != DONE);
        if (reset)
        begin
            ns = IDLE;
        end
        else
            case (cs)
                IDLE:    
                    if (start)
                        ns = DECR;
                    else
                        ns = IDLE;
                DECR:    
                begin
                    enable = 1;
                    if (done)
                        ns = CHECK;
                    else
                        ns = DECR;
                end
                CHECK:   
                begin
                    if (plaintext_is_ascii)
                        ns = DISP;
                    else
                        begin
                            ns = DECR;
                        end
                end
                DISP:    
                begin
                    draw_plaintext = 1;
                    if (done_drawing_plaintext)
                        ns = DONE;
                    else
                        ns = DISP;
                end
                DONE:    
                    if (reset)
                        ns = IDLE;
                    else
                        ns = DONE;
            endcase
    end
    always_ff @(posedge clk)
        cs <= ns;
    decrypt_rc4 decrypt_inst(.clk(clk), .reset(reset), .enable(enable), .key(key), .bytes_in(cyphertext), .bytes_out(plaintext_to_draw), .done(done));
endmodule
`default_nettype none
module decrypt_rc4 #(
    parameter K_BYTES_LEN =  3,
    parameter M_BYTES_LEN = 16
) (
    input wire logic                                        clk,         
    input wire logic                                        reset,       
    input wire logic                                        enable,      
    input wire logic    [(K_BYTES_LEN * 8) - 1:0]           key,         
    input wire logic    [(M_BYTES_LEN * 8) - 1:0]           bytes_in,    
    output logic        [(M_BYTES_LEN * 8) - 1:0]           bytes_out,   
    output logic                                            done         
);
    typedef enum {S_INIT, S_LOOP1,
                    S_LOOP2_readSi, S_LOOP2_readSj, S_LOOP2_write,
                    S_LOOP3_init, S_LOOP3_readSi, S_LOOP3_readSj, S_LOOP3_writeSi, S_LOOP3_writeSj, S_LOOP3_readK,
                    S_update_text_out,
                    S_DONE} StateType;
    StateType cs;
    logic   [7:0]   i;                           
    logic   [7:0]   j;                           
    logic   [7:0]   j_calc;                      
    logic   [7:0]   ram_addr_a;
    logic   [7:0]   ram_addr_b;
    logic ram_we_a;
    logic ram_we_b;
    logic   [7:0]   ram_data_in_a;
    logic   [7:0]   ram_data_in_b;
    logic   [7:0]   ram_data_out_a;
    logic   [7:0]   ram_data_out_b;
    logic   [7:0]   Si_saved;                    
    logic   [7:0]   Sj_saved;                    
    logic   [7:0]   i_calc_loop3;                
    logic   [7:0]   j_calc_loop3;                
    logic   [7:0]   K_lookup;                    
    logic   [$clog2(K_BYTES_LEN)-1:0]  key_byte_idx;  
    logic   [$clog2(M_BYTES_LEN)-1:0]  msg_byte_idx;  
    always_ff @(posedge clk) begin
        if (cs == S_update_text_out) begin
            bytes_out[msg_byte_idx * 8 +: 8] <= bytes_in[msg_byte_idx * 8 +: 8] ^ ram_data_out_a;
        end
    end
    always_ff @(posedge clk) begin
        done <= 1'b0;
        if (reset) begin
            cs <= S_INIT;
        end else begin
            case(cs)
                S_INIT:
                    if (enable)
                        cs <= S_LOOP1;
                S_LOOP1:
                    if (i == 254)
                        cs <= S_LOOP2_readSi;
                S_LOOP2_readSi:
                    cs <= S_LOOP2_readSj;
                S_LOOP2_readSj:
                    cs <= S_LOOP2_write;
                S_LOOP2_write:
                    if (i == 255)
                        cs <= S_LOOP3_init;
                    else
                        cs <= S_LOOP2_readSi;
                S_LOOP3_init:
                    cs <= S_LOOP3_readSi;
                S_LOOP3_readSi:
                    cs <= S_LOOP3_readSj;
                S_LOOP3_readSj:
                    cs <= S_LOOP3_writeSi;
                S_LOOP3_writeSi:
                    cs <= S_LOOP3_writeSj;
                S_LOOP3_writeSj:
                    cs <= S_LOOP3_readK;
                S_LOOP3_readK:
                    cs <= S_update_text_out;
                S_update_text_out: begin
                    if (msg_byte_idx == 0) begin
                        cs <= S_DONE;
                        done <= 1'b1;
                    end else begin
                        cs <= S_LOOP3_readSi;
                    end
                end
                S_DONE:
                    if (!enable)
                        cs <= S_INIT;
            endcase
        end
    end
    always_ff @(posedge clk) begin
        case(cs)
        S_INIT: begin
            i <= 8'b0;
            j <= 8'b0;
            key_byte_idx <= 0;
        end
        S_LOOP1: begin
            i <= i + 2;
        end
        S_LOOP2_readSj: begin
            j <= j_calc;
        end
        S_LOOP2_write: begin
            i <= i + 1;
            if (key_byte_idx == K_BYTES_LEN - 1)
                key_byte_idx <= 0;
            else
                key_byte_idx <= key_byte_idx + 1;
        end
        S_LOOP3_init: begin
            i <= 0;
            j <= 0;
            msg_byte_idx <= (M_BYTES_LEN - 1);
        end
        S_LOOP3_readSi: begin
            i <= i_calc_loop3;
        end
        S_LOOP3_readSj: begin
            j <= j_calc_loop3;
        end
        S_update_text_out: begin
            msg_byte_idx <= msg_byte_idx - 1;
        end
        endcase
    end
    always_ff @(posedge clk) begin
        if (cs == S_LOOP2_readSj)
            Si_saved <= ram_data_out_a;
        if (cs == S_LOOP3_readSj)
            Si_saved <= ram_data_out_a;
        if (cs == S_LOOP3_writeSi)
            Sj_saved <= ram_data_out_a;
    end
    assign i_calc_loop3 = i + 1;
    assign j_calc = j + ram_data_out_a + key[key_byte_idx * 8 +: 8];
    assign j_calc_loop3 = (j + ram_data_out_a);
    assign K_lookup = Si_saved + Sj_saved;
    always_comb begin
        ram_addr_a = 8'bxxxxxxxx;
        ram_addr_b = 8'bxxxxxxxx;
        ram_data_in_a = 8'bxxxxxxxx;
        ram_data_in_b = 8'bxxxxxxxx;
        ram_we_a = 0;
        ram_we_b = 0;
        case(cs)
            S_LOOP1: begin
                ram_we_a = 1;
                ram_we_b = 1;
                ram_addr_a = i;
                ram_addr_b = i + 1;
                ram_data_in_a = i;
                ram_data_in_b = i + 1;
            end
            S_LOOP2_readSi: begin
                ram_addr_a = i;
            end
            S_LOOP2_readSj: begin
                ram_addr_a = j_calc;
            end
            S_LOOP2_write: begin
                ram_we_a = 1;
                ram_addr_a = i;
                ram_data_in_a = ram_data_out_a;
                ram_we_b = 1;
                ram_addr_b = j;
                ram_data_in_b = Si_saved;
            end
            S_LOOP3_readSi: begin
                ram_addr_a = i_calc_loop3;
            end
            S_LOOP3_readSj: begin
                ram_addr_a = j_calc_loop3;
            end
            S_LOOP3_writeSi: begin
                ram_we_a = 1;
                ram_addr_a = i;
                ram_data_in_a = ram_data_out_a;
            end
            S_LOOP3_writeSj: begin
                ram_we_a = 1;
                ram_addr_a = j;
                ram_data_in_a = Si_saved;
            end
            S_LOOP3_readK: begin
                ram_addr_a = K_lookup;
            end
        endcase
    end
    dual_port_ram #(.ADDR_WIDTH(8), .DATA_WIDTH(8)) ram_inst (
        .clk_a(clk),
        .clk_b(clk),
        .en_a(1'b1),
        .en_b(1'b1),
        .we_a(ram_we_a),
        .we_b(ram_we_b),
        .addr_a(ram_addr_a),
        .addr_b(ram_addr_b),
        .data_in_a(ram_data_in_a),
        .data_in_b(ram_data_in_b),
        .data_out_a(ram_data_out_a),
        .data_out_b(ram_data_out_b)
    );
endmodule
module dual_port_ram #(
    parameter ADDR_WIDTH=10,
    parameter DATA_WIDTH=32
)(
    input wire logic clk_a,
    input wire logic clk_b,
    input wire logic en_a,
    input wire logic en_b,
    input wire logic we_a,
    input wire logic we_b,
    input wire logic    [ADDR_WIDTH-1:0]    addr_a,
    input wire logic    [ADDR_WIDTH-1:0]    addr_b,
    input wire logic    [DATA_WIDTH-1:0]    data_in_a,
    input wire logic    [DATA_WIDTH-1:0]    data_in_b,
    output logic        [DATA_WIDTH-1:0]    data_out_a,
    output logic        [DATA_WIDTH-1:0]    data_out_b
);
logic   [DATA_WIDTH-1:0]    ram [(2**ADDR_WIDTH)-1:0];
always_ff @(posedge clk_a) begin
    if (en_a) begin
        if (we_a)
            ram[addr_a] <= data_in_a;
        data_out_a <= ram[addr_a];
    end
end
always @(posedge clk_b) begin
    if (en_b) begin
        if (we_b)
            ram[addr_b] <= data_in_b;
        data_out_b <= ram[addr_b];
    end
end
endmodule
$ cat config.mk
export PLATFORM = sky130hd
export DESIGN_NAME = Codebreaker
export DESIGN_NICKNAME = Codebreaker
export VERILOG_FILES = /design/flow/design.v
export SDC_FILE = /design/flow/constraint.sdc
export NUM_CORES = 4
export LEC_CHECK = 1
export CORE_UTILIZATION = 50
$ cat constraint.sdc
current_design Codebreaker

set clk_period 45.9
set clk_io_pct 0.2

create_clock -name clk0 -period $clk_period [get_ports {clk}]

set non_clock_inputs [all_inputs -no_clocks]
set_input_delay [expr $clk_period * $clk_io_pct] -clock clk0 $non_clock_inputs
set_output_delay [expr $clk_period * $clk_io_pct] -clock clk0 [all_outputs]
$ cat run.sh
#!/bin/bash
# OpenROAD 26Q1-2900-gdf79404cd8, Yosys 0.63+post, stock flow scripts
make -C /OpenROAD-flow-scripts/flow DESIGN_CONFIG=/design/flow/config.mk WORK_HOME=/design/flow/orfs finish
==> flow_metrics.tcl <==
# flow metrics
set metrics [dict create \
    top_cells_by_count "3391 x nand2_1, 2214 x edfxtp_1, 1792 x o21ai_0" \
    tns_ns 0 \
    final_cell_area_um2 129000 \
    edf_count 2214 \
    detail_route.vias_per_cell 6.28 \
    drt-pass1-iter-count 7 \
    ys_area_um2 117000 \
    power_density_nw_per_um2 65.5 \
    io_pins 150 \
    yosys_cells 12516 \
    ys_types 82 \
    cts-hold-fix-buffers 0 \
    logic_family "simple AND/OR/NAND/NOR gates" \
    post-cts-setup-buffers 0 \
    ys_seq_share_pct 57.5 \
    reg2reg_depth 16 \
    hold_start "decrypt_inst.cs[10]" \
    path_class "in2out" \
    tool_warnings 44 \
    power.leakage_nw 43.9 \
    critPathMaxFanout 41 \
    yosys.area.top_type "edfxtp_1" \
    die_w_um 486 \
    grt_pass1_wl_um 623000 \
    cts_buffer_depth 3 \
    worst_pin_slew_ns 1.20 \
    ys_sh_xor_pct 0.344 \
    cts_root_buf "clkbuf_16" \
    status "complete, no violations" \
    clkTransAtPathRegs_ns 0.06 \
    post_cts_resize_count 0 \
    yosys_warnings 3 \
    finalCritPeriodShare_pct 43.7 \
    ys_sh_aoi_pct 17.4 \
    finalHoldViolations 0 \
    die_area_um2 236000 \
    area_delta_synth_final_pct 10.1 \
    dpl.hpwl_um 259000 \
    synth-seq-cells 2263 \
    setup_viol 0 \
    final_core_util_pct 55.5 \
    fp_util_pct 50.4 \
    yosys.cell_count.top_type "nand2_1" \
    ff_type "edfxtp_1" \
    drv_slew 0 \
    drtAntennaViolNets 0 \
    port_buffers 149 \
    max_freq_mhz 49.9 \
    rsz0062_at_grt "false" \
    min_to "decrypt_inst.cs[2]" \
    first_global_vias 91799 \
    core_um2 233000 \
    startpoint_type "input pin" \
    top_area_share_pct 56.7 \
    async_flop_share_pct 0 \
    slew_headroom_pct 19.2 \
    cp.arrival_ns 10.88 \
    avgSynthCellArea_um2 9.37 \
    antenna_found_initial 31 \
    grt_overflow_total 0 \
    fa_ha_area_share_pct 0.423 \
    routedWlPerCell_um 27.9 \
    num_rows 177 \
    cp-end-kind "primary output" \
    r2r_end "decrypt_inst.ram_inst.data_out_a[1]" \
    grtUsageTotal_pct 39.3 \
    die_h_um 486 \
    simple_gate_share_pct 18.2 \
    place_area_um2 121000 \
    cts.sinks 2263 \
    clock_latency_ns 0.90 \
    rrSetupSlack_ns 37.89 \
    cts_buffers 240 \
    holdPathStages 1 \
    drt-initial-drc-count 8763 \
    wl_um 430000 \
    drive_gt1_share_pct 7.62 \
    cts.htree.levels 4 \
    top_cells_by_area "edfxtp_1 57%, nand2_1 11%, o21ai_0 7.6%, clkbuf_1 3.0%, a21oi_1 2.6%" \
    required_ns 36.72 \
    num_vias 96737 \
    drc 0 \
    hold_class "reg2reg" \
    mappedNetlistArea_um2 117000 \
    max-vdd-ir-drop_uv 82.8 \
    crit-reg2reg-launch "decrypt_inst.ram_inst.data_out_a[0]" \
    cts_tree "built" \
    ys_sh_mux_pct 1.23 \
    finalCriticalPeriod_ns 20.06 \
    place_congestion 0.989 \
    drv_cap 0 \
    synth_cells 12516 \
    fin_skew_ns 0.0518 \
    grt_max_degree 115 \
]
-- flip-flops by register name, indices dropped and copies added (netlist names), 3 cells and up --
signal	flops
decrypt_inst.cs	13
decrypt_inst.bytes_out	128
decrypt_inst.Sj_saved	8
decrypt_inst.msg_byte_idx	4
decrypt_inst.ram_inst.data_out_a	8
decrypt_inst.Si_saved	8
decrypt_inst.ram_inst.ram	2048
cs	3
decrypt_inst.j	8
decrypt_inst.i	8
key	24
-- cell usage in the layout, fill, tap and decap left out, types with 24 or more instances in the layout --
cell,count
and3_1,261
a211oi_1,183
o21ai_0,1792
a311oi_1,343
clkinv_2,44
nand3_1,556
a21oi_1,594
inv_1,65
clkbuf_16,242
clkbuf_1,44
a22oi_1,31
clkinv_1,68
a31oi_1,129
dfxtp_1,46
diode_2,34
o21ai_1,47
nand2_1,3378
nor2_2,50
clkdlybuf4s50_1,149
o22ai_1,160
ha_1,34
nor3_1,51
buf_4,428
nor2_1,737
mux2i_1,99
edfxtp_1,2214
bufinv_16,24
-- logic make-up after synthesis --
| family | Yosys count |
|---|---|
| AND/OR/NAND/NOR | 5175 |
| AND-OR/OR-AND | 3491 |
| flip-flops | 2263 |
| buffers and inverters | 1384 |
| multiplexers | 119 |
| XOR/XNOR | 46 |
| adder cells (fa/ha/maj) | 38 |
-- power by group --
group	total, mW	internal [mW]	leakage (nW)	switching (mW)
Combinational	4.11	0.990	19.6	3.12
Sequential	2.41	2.38	20.5	0.0291
Clock	1.94	1.09	3.76	0.844
Total	8.45	4.46	43.9	3.99
-- worst max path at each step --
stage	start	end	slack, ns	depth (start not counted)
4_1_cts	reset	draw_plaintext	25.86	5
5_1_grt	reset	draw_plaintext	25.78	5
6_report	reset	draw_plaintext	25.84	5
-- cell type report --
class                           count  area [um2]
Clock buffer                      286        6220
Inverter                           65         244
Multi-Input combinational cell   8869       44700
Sequential cell                  2263       67500
Antenna cell                       34        85.1
Clock inverter                    153        1480
Fill cell                       19332      104000
Timing Repair Buffer              591        4980
Tap cell                         3132        3920
-- metrics by stage --
stage          std cells  hold WS, ns  setup WS, ns  power [mW]
2_1_floorplan      12516        0.443         27.32        4.63
3_3_place_gp       14920        0.456         25.81        6.35
3_5_place_dp       14920        0.465         25.86        6.37
4_1_cts            15359        0.479         25.86        8.29
5_1_grt            15365        0.498         25.78        8.68
6_report           15393        0.475         25.84        8.45
-- per-layer routing --
| layer | global-route usage [%] | routed length, um |
|---|---|---|
| met1 | 51.8 | 147000 |
| met2 | 54.4 | 189000 |
| met3 | 21.7 | 64400 |
| met4 | 20.1 | 27900 |
| met5 | 1.94 | 1000 |
-- critical path: stages --
cell	delay, ns
clkdlybuf4s50_1	0.45
buf_4	0.40
nor2_1	0.13
and3_1	0.25
clkdlybuf4s50_1	0.43
No activity file was given, so power comes from the tool's default toggle rates.
