==> design.v <==
`default_nettype none
module SevenSegmentControl (
    input wire logic            clk,
    input wire logic            reset,
    input wire logic    [15:0]  dataIn,
    input wire logic    [3:0]   digitDisplay,
    input wire logic    [3:0]   digitPoint,
    output logic        [3:0]   anode,
    output logic        [7:0]   segment
    );
    parameter integer COUNT_BITS = 17;
    logic   [COUNT_BITS-1:0]    count_val;
    logic   [1:0]               anode_select;
    logic   [3:0]               cur_anode;
    logic   [3:0]               cur_data_in;
    always_ff @(posedge clk) begin
        if (reset)
            count_val <= 0;
        else
            count_val <= count_val + 1;
    end
    assign anode_select = count_val[COUNT_BITS-1:COUNT_BITS-2];
    assign cur_anode =
        (anode_select == 2'b00) ? 4'b1110 :
        (anode_select == 2'b01) ? 4'b1101 :
        (anode_select == 2'b10) ? 4'b1011 :
        4'b0111 ;
    assign anode = cur_anode | (~digitDisplay);
    assign cur_data_in =
        (anode_select == 2'b00) ? dataIn[3:0] :
        (anode_select == 2'b01) ? dataIn[7:4] :
        (anode_select == 2'b10) ? dataIn[11:8]:
        dataIn[15:12] ;
    assign segment[7] =
        (anode_select == 2'b00) ? ~digitPoint[0] :
        (anode_select == 2'b01) ? ~digitPoint[1] :
        (anode_select == 2'b10) ? ~digitPoint[2] :
        ~digitPoint[3] ;
    assign segment[6:0] =
        (cur_data_in ==  0) ? 7'b1000000 :
        (cur_data_in ==  1) ? 7'b1111001 :
        (cur_data_in ==  2) ? 7'b0100100 :
        (cur_data_in ==  3) ? 7'b0110000 :
        (cur_data_in ==  4) ? 7'b0011001 :
        (cur_data_in ==  5) ? 7'b0010010 :
        (cur_data_in ==  6) ? 7'b0000010 :
        (cur_data_in ==  7) ? 7'b1111000 :
        (cur_data_in ==  8) ? 7'b0000000 :
        (cur_data_in ==  9) ? 7'b0010000 :
        (cur_data_in == 10) ? 7'b0001000 :
        (cur_data_in == 11) ? 7'b0000011 :
        (cur_data_in == 12) ? 7'b1000110 :
        (cur_data_in == 13) ? 7'b0100001 :
        (cur_data_in == 14) ? 7'b0000110 :
        7'b0001110 ;
endmodule
`timescale 1ns / 1ps
`default_nettype none
module mod_counter #(parameter MOD_VALUE=10, BITS=4) (
        input wire logic clk, reset, increment,
        output logic rolling_over, 
		output logic [BITS-1:0] count
    );
    always_ff @(posedge clk)
      if (reset && !increment)
        count <= 0;
      else if (!reset && increment)
        count <= (count + 1) % MOD_VALUE;
    assign rolling_over = increment && (count == (MOD_VALUE-1));
endmodule
`timescale 1ns / 1ps
`default_nettype none
module stopwatch(
        input wire logic clk, reset, run,
        output logic [3:0] digit0, digit1, digit2, digit3
    );
    logic inc_d0, inc_d1, inc_d2, inc_d3;
    mod_counter #(1000000, 20) TEN_MILLISEC_COUNTER (.clk(clk), .reset(reset), .increment(run), .rolling_over(inc_d0));
    mod_counter #(10, 4) DIGIT_ZERO_COUNTER (.clk(clk), .reset(reset), .increment(inc_d0), .rolling_over(inc_d1), .count(digit0));
    mod_counter #(10, 4) DIGIT_ONE_COUNTER (.clk(clk), .reset(reset), .increment(inc_d1), .rolling_over(inc_d2), .count(digit1));
    mod_counter #(10, 4) DIGIT_TWO_COUNTER (.clk(clk), .reset(reset), .increment(inc_d2), .rolling_over(inc_d3), .count(digit2));
    mod_counter #(6, 4) DIGIT_THREE_COUNTER (.clk(clk), .reset(reset), .increment(inc_d3), .count(digit3));
endmodule
`timescale 1ns / 1ps
`default_nettype none
module stopwatch_top(
        input wire logic clk, btnc,
        input wire logic [1:0] sw,
        output logic [3:0] anode, 
	    output logic [7:0] segment
    );
    logic [15:0] data_wire;
    SevenSegmentControl SEVEN_SEGMENT_DISPLAY_CONTROLLER (.clk(clk), .reset(sw[1]), .dataIn(data_wire), .digitDisplay(4'b1111), .digitPoint(4'b0100), .anode(anode), .segment(segment));
    stopwatch STOPWATCH_CONTROLLER (.clk(clk), .reset(btnc), .run(sw[0]), .digit0(data_wire[3:0]), .digit1(data_wire[7:4]), .digit2(data_wire[11:8]), .digit3(data_wire[15:12]));
endmodule
==> run.sh <==
#!/bin/bash
# OpenROAD 26Q1-2900-gdf79404cd8, Yosys 0.63+post, stock flow scripts
make -C /OpenROAD-flow-scripts/flow DESIGN_CONFIG=/design/flow/config.mk WORK_HOME=/design/flow/orfs finish
==> config.mk <==
export PLATFORM = sky130hd
export DESIGN_NAME = stopwatch_top
export DESIGN_NICKNAME = stopwatch_top
export VERILOG_FILES = /design/flow/design.v
export SDC_FILE = /design/flow/constraint.sdc
export NUM_CORES = 4
export LEC_CHECK = 1
export CORE_UTILIZATION = 30
==> constraint.sdc <==
current_design stopwatch_top

set clk_period 6.4
set clk_io_pct 0.2

create_clock -name clk0 -period $clk_period [get_ports {clk}]

set non_clock_inputs [all_inputs -no_clocks]
set_input_delay [expr $clk_period * $clk_io_pct] -clock clk0 $non_clock_inputs
set_output_delay [expr $clk_period * $clk_io_pct] -clock clk0 [all_outputs]
==> ds_physical_params.txt <==
Implementation parameters

Parameter                              Value

Clock network
  Post-cts resize count    0
  CTS Sinks    53
  Clock tree from TritonCTS    done
  Clock edge transition at the registers on the reported setup and hold paths    70 ps
  Clock tree root buffer cell    clkbuf_16
  Clock buffer count from CTS    5
  Count of H-tree levels built during CTS    2
  Clock network latency to the later pin of the worst-skew pair    290 ps
  Number of hold-repair buffers added at the cts stage    0
  Post-CTS Setup Repair Bufs    0
  Maximum number of buffers from clock root to sink    2

Drt
  Total number of vias    3655
  # diodes    0
  Drc violations    0
  Final antenna-violating net count    0
  Drt total wl    8740 um
  Number of design-rule violations left by the first detailed-router iteration    251
  WL/cell    12.1 um
  Number of iterations in the first detailed-routing pass    7
  Post-detailed-route via-to-cell ratio    5.08

Setup path
  Required time of the critical path    5120 ps
  Critical path data arrival time    2540 ps
  Top fanout value on the critical path    9
  Critical path class    reg -> out
  Setup crit start kind    flip-flop
  Capturing element type of the critical path    output port
  Worst Setup SP    SEVEN_SEGMENT_DISPLAY_CONTROLLER.count_val[16]

Synthesis
  Post-synthesis cell type count    72
  Number of standard cells reported by yosys    553
  Total of warnings raised by yosys    4
  Asr flop ratio synth    0%
  Sequential element share of the synthesized area    25.0%
  Avg Synthesized Cell Area    7.67 um^2
  Top_reg_cell synth    dfxtp_1
  Chip area from the yosys synthesis statistics    0.00424 mm^2
  Flops after synth    53
  Syn Inst Count    553
  Number of flops mapped to enable cells by yosys    0
  Total standard cell area after synthesis    0.00424 mm^2

Placed design
  Half-perimeter wire length after placement    6210 um
  Number of I/O port buffers    15
  Placed cells    712
  Routability cong.    0.915
  Post-place instance area    0.00447 mm^2

Final timing
  Slew Viols, Final    0
  Final tally of hold violations    0
  RSZ-0062 raised after global routing    false
  Highest achievable clock rate    262 MHz
  Final setup TNS    0 ps
  Worst hold slack across all endpoints    450 ps
  Clock period minus worst slack    3820 ps
  Headroom to the max-slew limit    48.1%
  Final Setup Violations    0
  Ratio of final minimum period to clock period    59.6%
  Worst Skew    7.51 ps
  Transition time at the pin with the least slew margin    777 ps

Power and ir drop
  Worst vdd rail ir drop    0.124 mV
  Leakage component of the power    1.56 nW
  P per Cell Area    150 mW/mm^2

Cells and area
  Number of standard cells in the layout, taps in and fillers out    720
  Most frequent cells in the layout    nand2_1 (71), dfxtp_1 (53), o21ai_0 (46)
  Final core utilization    33.4%
  Count of fill cells added during filler insertion    1403
  Layout cell share with drive strength beyond 1    8.89%
  Final Instance Area    0.00462 mm^2
  Area Overhead vs Synth    8.85%
  Most common cell after layout, fill and taps aside    nand2_1

Die
  Starting Density    30.7%
  Floorplan core area    0.0138 mm^2
  Die Wd    121 um
  Number of top-level design ports    16
  Area enclosed by the die boundary    0.0146 mm^2
  Die Height    121 um
  # rows    43

Job
  Warning total across the stage logs    31
  Max-cap check violation count    0

Hold path
  Tightest Hold Check Type    reg -> reg
  Hold Path Origin    SEVEN_SEGMENT_DISPLAY_CONTROLLER.count_val[0]

Outcome
  Run status    complete, no violations

GRT
  Overall overflow remaining after global route    0
  Overall fraction of global-route tracks in use    12.6%
  Number of global-route vias before repair    3258
  Global-route wire length before repair    15200 um
  Initial antenna violation count    0
  Maximum number of pins on one net before global-route repair    29
==> layer usage <==
layer  vias to the layer above  GRT usage, %  wire length [um]
met2                        56          20.6              3890
li1                       1935             -                 -
met3                         4          1.78               300
met5                         -             0                 0
met4                         0         0.772                44
met1                      1660          18.6              4500
==> per-stage QoR <==
stage          worst slack (ps)  power (mW)
2_1_floorplan              3310       0.418
3_3_place_gp               2790       0.429
3_5_place_dp               2700       0.431
4_1_cts                    2560       0.705
5_1_grt                    2390       0.731
6_report                   2580       0.694
==> worst paths after layout <==
path | end | slack (ps) | depth (start not counted)
worst max-delay path | segment[1] | 2580 | 7
worst max register to register | flip-flop | 3540 | 10
worst min-delay path | SEVEN_SEGMENT_DISPLAY_CONTROLLER.count_val[0] | 450 | 1
worst min register to register | SEVEN_SEGMENT_DISPLAY_CONTROLLER.count_val[0] | 450 | 1
==> cell usage after synthesis, drive strengths merged, types with 7 or more instances <==
| cell type | number | area share, % |
|---|---|---|
| a21oi | 27 | 3.3 |
| a31oi | 8 | 1.2 |
| and3 | 8 | 1.2 |
| buf | 13 | 1.6 |
| clkbuf | 25 | 2.2 |
| dfxtp | 53 | 25 |
| ha | 19 | 5.6 |
| inv | 23 | 2.0 |
| mux2i | 7 | 1.7 |
| nand2 | 74 | 6.8 |
| nand2b | 10 | 1.5 |
| nand3 | 30 | 4.5 |
| nand4 | 10 | 2.2 |
| nor2 | 40 | 3.8 |
| nor2b | 7 | 1.0 |
| nor3 | 15 | 2.0 |
| nor4 | 9 | 1.6 |
| o211ai | 8 | 2.0 |
| o21ai | 49 | 5.8 |
| o22ai | 8 | 1.2 |
| xnor2 | 27 | 5.9 |
| xor2 | 16 | 3.3 |
==> power breakdown <==
group / total, mW / switching [mW] / leakage, nW / internal [mW]
clock: 0.270 / 0.124 / 0.0702 / 0.146
combinational: 0.0622 / 0.0372 / 1.06 / 0.0250
sequential: 0.361 / 0.0214 / 0.429 / 0.340
total: 0.694 / 0.183 / 1.56 / 0.511
==> final cells by class <==
cell class / instances / area (um^2) / area share [%]
Multi-Input combinational cell: 438 / 2930 / 63.4
Sequential cell: 53 / 1060 / 23.0
Tap cell: 180 / 225 / 4.88
Timing Repair Buffer: 17 / 165 / 3.58
Clock buffer: 5 / 125 / 2.71
Inverter: 24 / 90.1 / 1.95
Clock inverter: 3 / 21.3 / 0.461
==> logic make-up after synthesis <==
kind of cell | after synthesis | synth area share [%]
xor+xnor | 43 | 9.23
simple gates | 224 | 28.5
buf+inv | 62 | 5.93
mux | 16 | 5.10
compound gates | 136 | 20.6
fa+ha+maj | 19 | 5.60
flops | 53 | 25.0
==> critical path: stages (launching register included) <==
cell,delay (ps)
dfxtp_1,570
mux4_2,630
inv_1,150
nand2_1,120
mux2i_1,150
nand2_1,60
o21ai_0,80
clkdlybuf4s50_1,480
==> state kept, by name, summed over array words and instances, names as in the netlist <==
signal and flops:
SEVEN_SEGMENT_DISPLAY_CONTROLLER.count_val 17, STOPWATCH_CONTROLLER.DIGIT_TWO_COUNTER.count 4, STOPWATCH_CONTROLLER.DIGIT_ZERO_COUNTER.count 4, STOPWATCH_CONTROLLER.DIGIT_ONE_COUNTER.count 4, STOPWATCH_CONTROLLER.TEN_MILLISEC_COUNTER.count 20, STOPWATCH_CONTROLLER.DIGIT_THREE_COUNTER.count 4
Power figures rest on the tool's default switching activity, not on a simulated workload.
